==> ./design.v <==
module program_counter(
  clk,
  pc_control,
  jump_offset,
  pc,
startup);
  input clk;
  input [7:0] pc_control;
  input [7:0] jump_offset;
  input startup;
  wire [7:0] pc_update;
  output [7:0] pc;
  reg [7:0] pc;
  wire [7:0] offset;
  assign pc_update = pc + 1 + (pc_control & jump_offset);
  always @ (posedge clk)
    begin 
      if (startup == 1) begin 
        pc <= 8'b0;
    	end else
          pc <= pc_update;
  end 
endmodule
==> ./run.sh <==
#!/bin/bash
# OpenROAD 26Q1-2900-gdf79404cd8, Yosys 0.63+post, stock flow scripts
make -C /OpenROAD-flow-scripts/flow DESIGN_CONFIG=/design/flow/config.mk WORK_HOME=/design/flow/orfs finish
==> ./config.mk <==
export PLATFORM = sky130hd
export DESIGN_NAME = program_counter
export DESIGN_NICKNAME = program_counter
export VERILOG_FILES = /design/flow/design.v
export SDC_FILE = /design/flow/constraint.sdc
export NUM_CORES = 4
export LEC_CHECK = 1
export CORE_AREA = 10 10 70 70
export DIE_AREA = 0 0 80 80
==> ./constraint.sdc <==
current_design program_counter

set clk_period 3.5
set clk_io_pct 0.2

create_clock -name clk0 -period $clk_period [get_ports {clk}]

set non_clock_inputs [all_inputs -no_clocks]
set_input_delay [expr $clk_period * $clk_io_pct] -clock clk0 $non_clock_inputs
set_output_delay [expr $clk_period * $clk_io_pct] -clock clk0 [all_outputs]
==> metrics.cfg <==
[synth]
postSynthSeqShare_pct = 27.5
synth_top_area_share_pct = 27.5
synth_area_per_cell_um2 = 8.70
ys_seq_elements = 8
top_cell = dfxtp_1
async_reset_ff_share_pct = 0
synthCells = 67
ys_area_um2 = 583
topCellsByArea = dfxtp_1, ha_1, and2_1
synth_top_cell_by_area = dfxtp_1
ys.flop_type = dfxtp_1
syn_area_um2 = 583
yosysWarningCount = 1
edf_count = 0
ys_types = 29
yosys-top-cells-count = dfxtp_1, ha_1, and2_1
ys_cells = 67

[cells_and_area]
drive_gt1_share_pct = 7.45
postLayoutCoreUtil_pct = 26.5
fin_cells = 140
area_growth_syn_to_layout_pct = 55.4
multiInputGateArea_um2 = 400
largest-register = pc
filler_cell_count = 379
largest_reg_flops = 8
reg.largest.list = pc (8)
area.sequential_um2 = 160

[cts]
clock_path_buffers = 2
htreeDepth = 1
postCtsSetupBuffers = 0
cts-resized-gates = 0
clk_pin_slew_ns = 0.06
cts_tree = done
holdBufCountCts = 0
clockRootBuffer = clkbuf_4
cts_sinks = 8
clk_latency_ns = 0.26
cts_buffers = 3

[detailed_routing]
num_vias = 542
drc = 0
avgRoutedWirePerCell_um = 10.4
antenna_cells = 0
drt_iter0_drc = 26
drtAntennaViolNets = 0
firstDrtPassIters = 4
drt-total-wl_um = 1450
via_per_inst = 3.87

[floorplanning]
fp.coreArea_mm2 = 0.00342
fp-utilization_pct = 17.1
ios = 26
die_area_mm2 = 0.00640
die_w_um = 80
rows = 21
die_y_um = 80

[timing]
setup_viol = 0
period_needed_ns = 2.28
max_freq_ghz = 0.439
whs_ns = 0.555
rsz0062_at_grt = no
fin_tns_setup_ns = 0
max_slew_margin_pct = 72.3
tightest_slew_ns = 0.415
skew_ns = 0.00374
period_used_pct = 65.0
hold_viol = 0
slew_viol_final = 0

[setup_path]
cp-end-kind = flop
worstSetupPathType = input pin to flop
max_stage_delay_ns = 0.39
cp_slowest_cell = clkdlybuf4s50_1
path_max_fanout = 7
path_cells = clkdlybuf4s50_1 > and2_1 > ha_1 > a21oi_1 > o21ai_0 > a41oi_1 > mux2_2
cp.arrival_ns = 2.42
critPathRequiredTime_ns = 3.64
critPathLaunchType = input pin

[global_route]
antenna_found_initial = 0
gr-total-overflow = 0
grt_start_max_net_pins = 12
grt_pass1_wl_um = 2480
grt.total_usage_pct = 4.63
grt_pass1_vias = 575

[power_and_ir_drop]
leakage_nw = 0.379
ir_worst_vdd_v = 0.000187
power_density_mw_per_mm2 = 411

[flow_run]
openroad.warnings = 25
drv_cap = 0

[place]
dp.cells = 137
dp_hpwl_um = 1210
gp_congestion = 0.794
port_buffers = 25

[outcome]
status = finished, final reports clean

[min_path]
holdCritPathClass = flop to flop

stage by stage:
step	setup slack [ns]	instance area (µm²)	power, mW
after floorplan	1.48	583	0.224
after global placement	0.986	883	0.301
after detailed placement	0.961	883	0.305
after CTS	1.22	906	0.380
after global routing	1.11	906	0.409
final	1.22	906	0.373
area by class of cell:
type	instances	area share, %
clock buffer	3	2.49
sequential	8	17.7
tap	46	6.35
timing repair buffer	25	27.6
inverter	4	1.66
multi-input combinational	54	44.2
cells in the final DEF (no fill, tap or decap), types with 2 or more instances in the layout:
master / instances
clkbuf_4: 3
nor3_1: 5
nor3b_1: 2
a21oi_1: 2
nand2b_1: 3
o21a_1: 2
o21ai_0: 3
nor2_1: 4
dfxtp_1: 8
clkdlybuf4s50_1: 25
and2_1: 6
inv_1: 4
nand2_1: 4
ha_1: 7
worst max-delay path: cells and delay by family:
kind | cells | cell delay (ns)
compound gates | 3 | 0.47
buf+inv | 1 | 0.39
mux | 1 | 0.35
simple gates | 1 | 0.16
fa+ha+maj | 1 | 0.36
cell families (layout without fill, tap and decap cells):
group                      Yosys count  after routing  share of synthesized area, %
buffers and inverters                5             32                          3.86
xor gates and xnor gates             1              1                          1.50
AOI/OAI and AO/OA                   15             15                          18.2
DFF                                  8              8                          27.5
muxes                                1              1                          1.93
adders and majority gates            8              8                          18.5
and+or+nand+nor                     29             29                          28.5
worst paths after layout:
check,start,endpoint,slack (ns),cells after the start
setup / recovery,pc_control[4],pc[7],1.22,7
hold / removal,pc[0],pc[0],0.55,3
setup reg to reg,pc[0],pc[6],1.86,7
hold reg to reg,pc[0],pc[0],0.55,3
where the power goes:
part           total, mW  leakage [nW]  internal [mW]  switching (mW)
clock network     0.0725        0.0138         0.0394          0.0331
registers          0.124        0.0666          0.113          0.0116
logic              0.176         0.299          0.106          0.0694
per-layer routing:
metal	wire (µm)	track usage (%)	up-vias
li1	-	-	291
met1	696	5.60	231
met2	602	7.30	20
met3	154	2.61	0
met4	0	0.352	0
met5	0	0	-
No activity file was given, so power comes from the tool's default toggle rates.
